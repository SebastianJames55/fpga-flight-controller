**flow/run.sh**
```bash
#!/bin/bash
# OpenROAD 26Q1-2900-gdf79404cd8, Yosys 0.63+post, stock flow scripts
make -C /OpenROAD-flow-scripts/flow DESIGN_CONFIG=/design/flow/config.mk WORK_HOME=/design/flow/orfs finish
```
**flow/config.mk**
```make
export PLATFORM = sky130hd
export DESIGN_NAME = mpu6050_driver
export DESIGN_NICKNAME = mpu6050_driver
export VERILOG_FILES = /design/flow/design.v
export SDC_FILE = /design/flow/constraint.sdc
export NUM_CORES = 4
export LEC_CHECK = 1
export CORE_UTILIZATION = 50
```
**flow/constraint.sdc**
```tcl
current_design mpu6050_driver

set clk_period 4.9
set clk_io_pct 0.2

create_clock -name clk0 -period $clk_period [get_ports {clk}]

set non_clock_inputs [all_inputs -no_clocks]
set_input_delay [expr $clk_period * $clk_io_pct] -clock clk0 $non_clock_inputs
set_output_delay [expr $clk_period * $clk_io_pct] -clock clk0 [all_outputs]
```
**flow/design.v**
```verilog
module i2c_master(
	input logic clk,
	input logic rst,
	input logic scl_i,
   input logic sda_i,
	output logic scl_o,
	output logic sda_o,
	input logic[2:0] cmd,
	input logic[6:0] slave_addr,
	input logic[7:0] data_in,
	input logic done_reading,
	output logic[1:0] state,
	output logic[7:0] data_out
);
	parameter clkdiv = 500;
	parameter CMD_IDLE = 3'b000;
	parameter CMD_START_READ = 3'b001;
	parameter CMD_START_WRITE = 3'b010;
	parameter CMD_WRITE_DATA = 3'b011;
	parameter CMD_READ_DATA = 3'b100;
	parameter CMD_STOP = 3'b101;
	parameter STATE_IDLE = 2'b00;
	parameter STATE_BUSY = 2'b01;
	parameter STATE_READY = 2'b10;
	parameter STATE_ERROR = 2'b11;
	enum logic[3:0] {
		IDLE,
		START_1,
		START_2,
		START_3,
		WAITING_ACK,
		GIVING_ACK,
		MISSED_ACK,
		PRE_READY,
		READY,
		PRE_WRITE,
		ACTIVE_WRITE,
		ACTIVE_READ,
		STOP
	} state_reg;
	logic divclk;
	logic[15:0] delay_counter;
	logic[2:0] bit_index;
	logic rw_bit;
	logic done_reading_reg;
	logic[6:0] slave_addr_reg;
	logic[7:0] read_reg;
	assign data_out = read_reg;
	logic[7:0] write_reg;
	always @(posedge clk) begin
		if (rst) begin
			state_reg <= IDLE;
			delay_counter <= 0;
			divclk <= 0;
		end
		else if (delay_counter < (clkdiv >> 1)) begin
			divclk <= 0;
			delay_counter <= delay_counter + 1;
		end else if (delay_counter < clkdiv - 1) begin
			divclk <= 1;
			if (scl_i || PRE_WRITE) delay_counter <= delay_counter + 1;
		end else begin
			delay_counter <= 0;
		end
		if ((state_reg == IDLE || state_reg == READY || state_reg == MISSED_ACK) && (cmd == CMD_START_READ || cmd == CMD_START_WRITE)) begin
			slave_addr_reg <= slave_addr;
			state_reg <= START_1;
			rw_bit <= cmd[0];
		end else if (state_reg == READY && cmd == CMD_READ_DATA) begin
			state_reg <= ACTIVE_READ;
			done_reading_reg <= done_reading;
			bit_index <= 0;
		end else if (state_reg == READY && cmd == CMD_WRITE_DATA) begin
			state_reg <= PRE_WRITE;
			write_reg <= data_in;
			bit_index <= 0;
		end else if ((state_reg == READY || state_reg == MISSED_ACK) && cmd == CMD_STOP) begin
			state_reg <= STOP;
		end
		else if (delay_counter == clkdiv >> 1) begin
			case (state_reg)
				ACTIVE_READ: read_reg[7 - bit_index] <= sda_i;
				WAITING_ACK: begin
					if (sda_i) begin
						state_reg <= MISSED_ACK;
					end else begin
						state_reg <= PRE_READY;
					end
				end
			endcase
		end
		else if (delay_counter == clkdiv - (clkdiv >> 2)) begin
			if (state_reg == START_1) begin
				state_reg <= START_2;
				bit_index <= 0;
			end else if (state_reg == STOP) begin
				state_reg <= IDLE;
			end
		end
		else if (delay_counter == clkdiv >> 2) begin
			case (state_reg)
				START_2: begin
					state_reg <= START_3;
					bit_index <= 0;
				end START_3, ACTIVE_WRITE: begin
					if (bit_index < 7) begin
						bit_index <= bit_index + 1;
					end else begin
						state_reg <= WAITING_ACK;
					end
				end ACTIVE_READ: begin
					if (bit_index < 7) begin
						bit_index <= bit_index + 1;
					end else begin
						state_reg <= GIVING_ACK;
					end
				end GIVING_ACK: begin
					state_reg <= READY;
				end
				PRE_WRITE: state_reg <= ACTIVE_WRITE;
				PRE_READY: state_reg <= READY;
			endcase
		end
	end
	always @* begin
		case (state_reg)
			IDLE: sda_o = 1;
			START_1: sda_o = 1;
			START_2: sda_o = 0;
			START_3: sda_o = bit_index == 7 ? rw_bit : slave_addr_reg[6 - bit_index];
			WAITING_ACK: sda_o = 1;
			GIVING_ACK: sda_o = done_reading_reg;
			READY: sda_o = 1;
			PRE_READY: sda_o = 1;
			PRE_WRITE, ACTIVE_WRITE: sda_o = write_reg[7 - bit_index];
			ACTIVE_READ: sda_o = 1;
			STOP: sda_o = 0;
			MISSED_ACK: sda_o = 1;
		endcase
		case (state_reg)
			IDLE: state = STATE_IDLE;
			READY: state = STATE_READY;
			MISSED_ACK: state = STATE_ERROR;
			default: state = STATE_BUSY;
		endcase
		case (state_reg)
			READY, MISSED_ACK, PRE_WRITE: scl_o = 0;
			IDLE, START_1: scl_o = 1;
			default: scl_o = divclk;
		endcase
	end
endmodule
module mpu6050_driver(
	input logic clk,
	input logic rst,
	input logic scl_i,
	input logic sda_i,
	output logic scl_o,
	output logic sda_o,
	output logic signed[15:0] gyro_xout,
	output logic signed[15:0] gyro_yout,
	output logic signed[15:0] gyro_zout,
	output logic booting,
	output logic data_ready  
);
	parameter slave_addr = 7'b1101000;
	parameter boot_delay = 50000000;  
	parameter CMD_IDLE = 3'b000;
	parameter CMD_START_READ = 3'b001;
	parameter CMD_START_WRITE = 3'b010;
	parameter CMD_WRITE_DATA = 3'b011;
	parameter CMD_READ_DATA = 3'b100;
	parameter CMD_STOP = 3'b101;
	parameter STATE_IDLE = 2'b00;
	parameter STATE_BUSY = 2'b01;
	parameter STATE_READY = 2'b10;
	parameter STATE_ERROR = 2'b11;
	localparam REG_GYRO = 8'd67;
	localparam REG_INT_PIN_CFG = 8'd55;
	localparam REG_INT_ENABLE = 8'd56;
	localparam REG_INT_STATUS = 8'd58;
	localparam REG_PWR_MGMNT_1 = 8'd107;
	localparam REG_GYRO_CONFIG = 8'd27;
	logic[2:0] cmd;
	logic[7:0] data_in;
	logic done_reading;
	logic[1:0] master_state;
	logic[7:0] data_out;
	i2c_master UU2(.clk, .rst, .scl_i, .sda_i, .scl_o, .sda_o, .cmd, .slave_addr(slave_addr), .data_in, .done_reading, .state(master_state), .data_out);
	enum logic[3:0]{
		BOOT,
		CONFIG1,
		CONFIG2,
		CONFIG3,
		CONFIG4,
		CONFIG5,
		MAIN_READING,
		MAIN_DONE,
		RECOVERING_ERROR
	} state;
	assign booting = state == BOOT;
	assign data_ready = state == MAIN_DONE;
	enum logic[2:0]{
		WRITE_WSTART,
		WRITE_WADDR,
		WRITE_WDATA,
		WRITE_STOP,
		WRITE_DONE
	} write_state;
	enum logic[2:0]{
		READ_WSTART,
		READ_WADDR,
		READ_RSTART,
		READ_RDATA,
		READ_STOP,
		READ_DONE
	} read_state;
	logic[3:0] read_rdata_index;
	logic[31:0] boot_delay_counter;
	logic[7:0] reg_addr;
	logic[7:0] write_reg_data;
	always @(posedge clk) begin
		if (rst) begin
			state <= BOOT;
			boot_delay_counter <= 0;
			write_state <= WRITE_DONE;
			read_state <= READ_DONE;
			cmd <= CMD_STOP;
		end else if (cmd != CMD_IDLE) cmd <= CMD_IDLE;  
		else begin
			if (state == BOOT) begin
				if (boot_delay_counter < boot_delay) begin
					boot_delay_counter <= boot_delay_counter + 1;
				end else begin
					state <= CONFIG1;
					write_state <= WRITE_WSTART;
					cmd <= CMD_START_WRITE;
					reg_addr <= REG_INT_ENABLE;
					write_reg_data <= 8'b00000001;  
				end
			end else if (master_state == STATE_ERROR) begin
				state <= RECOVERING_ERROR;
				cmd <= CMD_STOP;
				write_state <= WRITE_DONE;
				read_state <= READ_DONE;
			end else if (state == CONFIG1 && write_state == WRITE_DONE) begin
				state <= CONFIG2;
				write_state <= WRITE_WSTART;
				cmd <= CMD_START_WRITE;
				reg_addr <= REG_INT_PIN_CFG;
				write_reg_data <= 8'b00110000;  
			end else if (state == CONFIG2 && write_state == WRITE_DONE) begin
				state <= CONFIG3;
				write_state <= WRITE_WSTART;
				cmd <= CMD_START_WRITE;
				reg_addr <= REG_PWR_MGMNT_1;
				write_reg_data <= 8'b00000001;  
			end else if (state == CONFIG3 && write_state == WRITE_DONE) begin
				state <= CONFIG4;
				write_state <= WRITE_WSTART;
				cmd <= CMD_START_WRITE;
				reg_addr <= REG_GYRO_CONFIG;
				write_reg_data <= 8'b00010000;  
			end else if (state == CONFIG4 && write_state == WRITE_DONE) begin
				state <= CONFIG5;
				write_state <= WRITE_WSTART;
				cmd <= CMD_START_WRITE;
				reg_addr <= 8'd26;
				write_reg_data <= 8'b00000110;  
			end else if (state == CONFIG5 && write_state == WRITE_DONE) begin
				state <= MAIN_READING;
				read_state <= READ_WSTART;
				cmd <= CMD_START_WRITE;
				reg_addr <= REG_GYRO;
			end else if (state == MAIN_READING && read_state == READ_DONE) begin
				state <= MAIN_DONE;
			end else if (state == MAIN_DONE ) begin
				state <= MAIN_READING;
				read_state <= READ_WSTART;
				cmd <= CMD_START_WRITE;
				reg_addr <= REG_GYRO;
			end else if (state == RECOVERING_ERROR && master_state == STATE_IDLE) begin
				state <= CONFIG1;
				write_state <= WRITE_WSTART;
				cmd <= CMD_START_WRITE;
				reg_addr <= REG_INT_ENABLE;
				write_reg_data <= 8'b00000001;  
			end
			else if (write_state == WRITE_WSTART && master_state == STATE_READY) begin
				cmd <= CMD_WRITE_DATA;
				data_in <= reg_addr;
				write_state <= WRITE_WADDR;
			end else if (write_state == WRITE_WADDR && master_state == STATE_READY) begin
				cmd <= CMD_WRITE_DATA;
				data_in <= write_reg_data;
				write_state <= WRITE_WDATA;
			end else if (write_state == WRITE_WDATA && master_state == STATE_READY) begin
				cmd <= CMD_STOP;
				write_state <= WRITE_STOP;
			end else if (write_state == WRITE_STOP && master_state == STATE_IDLE) begin
				write_state <= WRITE_DONE;
			end
			else if (read_state == READ_WSTART && master_state == STATE_READY) begin
				cmd <= CMD_WRITE_DATA;
				data_in <= reg_addr;
				read_state <= READ_WADDR;
			end else if (read_state == READ_WADDR && master_state == STATE_READY) begin
				cmd <= CMD_START_READ;
				read_state <= READ_RSTART;
			end else if (read_state == READ_RSTART && master_state == STATE_READY) begin
				cmd <= CMD_READ_DATA;
				read_state <= READ_RDATA;
				done_reading <= 0;
				read_rdata_index <= 0;
			end else if (read_state == READ_RDATA && master_state == STATE_READY) begin
				case (read_rdata_index)
					0: gyro_xout[15:8] <= data_out;
					1: gyro_xout[7:0] <= data_out;
					2: gyro_yout[15:8] <= data_out;
					3: gyro_yout[7:0] <= data_out;
					4: gyro_zout[15:8] <= data_out;
					5: gyro_zout[7:0] <= data_out;
				endcase
				if (read_rdata_index == 4) done_reading <= 1;
				if (read_rdata_index < 5) begin
					read_rdata_index <= read_rdata_index + 1;
					cmd <= CMD_READ_DATA;
				end else begin
					cmd <= CMD_STOP;
					read_state <= READ_STOP;
				end
			end else if (read_state == READ_STOP && master_state == STATE_IDLE) begin
				read_state <= READ_DONE;
			end
		end
	end
endmodule
```
==> impl_metrics.tcl <==
# metrics dict for downstream scripts
set metrics [dict create \
    cp_data_arrival_time_ps 3120 \
    yosys_area_um2 7704 \
    setup_ws_ps 1845 \
    syn_to_final_growth_pct 17.10 \
    cts_inserted_buffers 17 \
    dp_slack_ps 1562 \
    holdPathStages 0 \
    grt_pass1_wl_um 25970 \
    reg2reg_slack_ps 1840 \
    dr.pass1.iters 5 \
    floorplan.initialDensity_pct 50.86 \
    cp-end-kind "register" \
    critPathKind "register to register" \
    rr_endpoint "UU2.bit_index[1]" \
    maxCapViolations 0 \
    openroad.warnings 33 \
    highest_layer "met4" \
    grt.overflow.total 0 \
    drive_above_1_share_pct 6.304 \
    unclocked_pins 1 \
    edf_count 91 \
    p_total_mw 2.876 \
    grt_max_degree 35 \
    core-area_um2 15150 \
    antenna_left 0 \
    hold_end "UU2.write_reg[5]" \
    first_iter_violations 345 \
    cp.required_ps 4960 \
    portBuffers 54 \
    wl_per_cell_um 15.57 \
    yosys.area.top_type_share_pct 35.47 \
    setup_violations 0 \
    fin_setup_tns_ps 0 \
    holdWs_ps 416.6 \
    clock.fmax_mhz 327.3 \
    rr_startpoint "UU2.delay_counter[13]" \
    cts_buffer_depth 2 \
    vias 5602 \
    fill_cells 1161 \
    htreeDepth 4 \
    rsz0062_at_grt "no" \
    cts.clk_slew.worst_paths_ps 70 \
    syn_inst 738 \
    synth-async-reset-ratio_pct 0 \
    die_height_um 126.1 \
    drc 0 \
    grt_pass1_vias 5178 \
    clock_latency_ps 430 \
    yosys_warnings 2 \
    fin_skew_ps 13.21 \
    hold_violations 0 \
    vias_per_cell 5.619 \
    holdBufCountCts 0 \
    antenna_found_initial 0 \
    synth.avg_cell_area_um2 10.44 \
    relSlewSlack_pct 46.94 \
    startpoint_type "register" \
    synthFlopType "edfxtp_1" \
    ys_ff 177 \
    synth_area_um2 7704 \
    post-route-period-util_pct 62.35 \
    pin_count 56 \
    die_w_um 126.1 \
    min_from "data_in[5]" \
    met1_length_um 7358 \
    hold_path_class "register to register" \
    ys_cells 738 \
    largest_reg_flops 32 \
    largest_register "boot_delay_counter" \
    reg2reg_depth 6 \
    num_antenna_cells 0 \
    rows 45 \
    grt.total_usage_pct 21.56 \
    cts_resized 0 \
    yosysTopAreaCell "edfxtp_1" \
    leakage_nw 3.231 \
    untimed_endpoints 2 \
    slew_viol_final 0 \
    powerDensity_nw_per_um2 318.9 \
    tightest_slew_ps 785.7 \
    cts_setup_buffers 0 \
    cts_tree "built" \
    wl_met2_um 7065 \
    die_area_um2 15910 \
    cts-root-buf "clkbuf_16" \
    dpl.hpwl_um 11060 \
    wl_met3_um 877 \
    critPathMaxFanout 5 \
    wirelength_um 15530 \
    gp_congestion 0.9059 \
    yosysUniqueCellTypes 64 \
    top_cells_by_area "edfxtp_1 35%, dfxtp_1 22%, nand2_1 3.7%" \
    layout_min_cycle_time_ps 3055 \
    status "complete, no violations" \
    ir_worst_vdd_uv 215.6 \
]
[how the worst max path moves through the flow]
stage,from,to,cells past startpoint
global route,UU2.delay_counter[13],UU2.bit_index[1],6
CTS,UU2.delay_counter[13],UU2.bit_index[1],6
finish,UU2.delay_counter[13],UU2.bit_index[1],6
[where the power goes]
| group | switching (mW) | total (mW) | internal (mW) | leakage (nW) |
|---|---|---|---|---|
| Clock | 0.599 | 1.27 | 0.672 | 0.275 |
| Sequential | 0.0136 | 1.56 | 1.54 | 1.63 |
| Combinational | 0.0293 | 0.0486 | 0.0193 | 1.33 |
[metrics by stage]
stage | area [um2] | cells | util [%]
after floorplan | 7726 | 744 | -
after global placement | 8453 | 965 | 55.81
after detailed placement | 8453 | 965 | 55.81
after CTS | 9021 | 997 | 59.56
after global routing | 9021 | 997 | 59.56
final | 9021 | 997 | 59.56
[cells by family (layout without fill, tap and decap cells)]
kind of cell             after synthesis  count (layout)  share of synthesized area [%]
multiplexers                           2               2                         0.4385
AND-OR/OR-AND                        143             143                          12.80
AND/OR/NAND/NOR                      317             317                          20.46
latches                                1               1                         0.1948
other                                  1               7                        0.04868
flip-flops                           176             176                          57.56
XOR/XNOR                              33              33                          3.752
adder cells (fa/ha/maj)               13              13                          2.111
buffers and inverters                 52             117                          2.631
[routing by layer]
metal	track usage (%)	vias up
li1	-	2829
met1	34.80	2576
met2	32.76	178
met3	4.978	19
met4	2.977	0
met5	0	-
[critical path, cell delays in order (launching register included)]
cell,delay (ps)
dfxtp_1,300
nor4_1,480
nand2_1,200
nor4_1,660
o21ai_0,200
a211o_1,330
a221oi_1,520
[cell usage after synthesis, types with 9 or more instances]
cell,instances
a21oi_1,31
a22o_1,14
and2_1,13
and3_1,9
clkbuf_1,29
dfxtp_1,85
edfxtp_1,91
ha_1,13
inv_1,20
nand2_1,76
nand3_1,31
nand4_1,10
nor2_1,68
nor2b_1,15
nor3_1,43
nor4_1,16
o21ai_0,39
xnor2_1,28
[layout make-up]
type | instances | area [um2] | share of cell area, %
inverters | 21 | 78.83 | 0.8738
flip-flops and latches | 177 | 4449 | 49.32
repair buffers | 64 | 615.6 | 6.824
clock buffers | 17 | 425.4 | 4.716
well taps | 188 | 235.2 | 2.607
clock inverters | 15 | 142.6 | 1.581
multi-input cells | 515 | 3074 | 34.08
[cell usage in the layout (no fill, tap or decap), types with 5 or more instances in the layout]
cell type	synthesis	layout
xor2_1	5	5
or3_1	7	7
dfxtp_1	85	85
a32o_1	7	7
and3_1	9	9
buf_4	0	10
xnor2_1	28	28
nand3_1	31	31
nand4_1	10	10
nor2_1	68	68
inv_6	0	5
nand2b_1	6	6
o211ai_1	5	5
inv_1	20	20
a31oi_1	5	5
nor3_1	43	43
a21o_1	6	6
ha_1	13	13
edfxtp_1	91	91
clkdlybuf4s50_1	0	54
nor4_1	16	16
conb_1	1	7
nand3b_1	5	5
nand2_1	76	76
a21oi_1	31	31
and2_1	13	13
nor2b_1	15	15
clkbuf_16	0	17
o21ai_0	39	39
a22o_1	14	14
Power is estimated from default activity; no workload was simulated.
